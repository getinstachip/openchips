--- ./run.sh ---
#!/bin/bash
# OpenROAD 26Q1-2900-gdf79404cd8, Yosys 0.63+post, stock flow scripts
make -C /OpenROAD-flow-scripts/flow DESIGN_CONFIG=/design/flow/config.mk WORK_HOME=/design/flow/orfs finish
--- ./config.mk ---
export PLATFORM = sky130hd
export DESIGN_NAME = fifo_sync
export DESIGN_NICKNAME = fifo_sync
export VERILOG_FILES = /design/flow/design.v
export SDC_FILE = /design/flow/constraint.sdc
export NUM_CORES = 4
export LEC_CHECK = 1
export CORE_UTILIZATION = 30
--- ./design.v ---
module fifo_sync #(parameter DW        = 104,       
		      parameter DEPTH     = 32,        
		      parameter PROG_FULL = (DEPTH/2), 
		      parameter AW = $clog2(DEPTH)     
		      ) 
(
   input 	       clk,  
   input 	       nreset,  
   input [DW-1:0]      din,  
   input 	       wr_en,  
   input 	       rd_en,  
   output [DW-1:0]     dout,  
   output 	       full,  
   output 	       prog_full,  
   output 	       empty,  
   output reg [AW-1:0] rd_count      
 );
   reg [AW-1:0]        wr_addr;
   reg [AW-1:0]        rd_addr;
   wire 	       fifo_read;
   wire 	       fifo_write;
   assign empty       = (rd_count[AW-1:0] == 0);   
   assign prog_full   = (rd_count[AW-1:0] >= PROG_FULL);   
   assign full        = (rd_count[AW-1:0] == (DEPTH-1));
   assign fifo_read   = rd_en & ~empty;
   assign fifo_write  = wr_en & ~full;
   always @ ( posedge clk or negedge nreset) 
     if(!nreset) 
       begin	   
          wr_addr[AW-1:0]   <= 'd0;
          rd_addr[AW-1:0]   <= 'b0;
          rd_count[AW-1:0]  <= 'b0;
       end 
     else if(fifo_write & fifo_read) 
       begin
	  wr_addr[AW-1:0] <= wr_addr[AW-1:0] + 'd1;
	  rd_addr[AW-1:0] <= rd_addr[AW-1:0] + 'd1;	      
       end 
     else if(fifo_write) 
       begin
	  wr_addr[AW-1:0] <= wr_addr[AW-1:0]  + 'd1;
	  rd_count[AW-1:0]<= rd_count[AW-1:0] + 'd1;	
       end 
     else if(fifo_read) 
       begin	      
          rd_addr[AW-1:0] <= rd_addr[AW-1:0]  + 'd1;
          rd_count[AW-1:0]<= rd_count[AW-1:0] - 'd1;
       end
   memory_dp 
     #(.DW(DW),
       .DEPTH(DEPTH))
   mem ( 
	.rd_dout	(dout[DW-1:0]),
	.rd_clk		(clk),
	.rd_en		(fifo_read),
	.rd_addr	(rd_addr[AW-1:0]),
	.wr_clk		(clk),
	.wr_en		(fifo_write),
  	.wr_wem		({(DW){1'b1}}),
	.wr_addr	(wr_addr[AW-1:0]),
	.wr_din	        (din[DW-1:0]));
endmodule  
module memory_dp # (parameter DW    = 104,       
		       parameter DEPTH = 32,        
		       parameter PROJ  = "",        
		       parameter MCW   = 8,          
		       parameter AW    = $clog2(DEPTH)  
		       ) 
   ( 
    input 	    wr_clk,  
    input 	    wr_en,  
    input [DW-1:0]  wr_wem,  
    input [AW-1:0]  wr_addr, 
    input [DW-1:0]  wr_din,  
    input 	    rd_clk,  
    input 	    rd_en,  
    input [AW-1:0]  rd_addr, 
    output [DW-1:0] rd_dout, 
    );
   generate
	begin : generic
	   memory_ram #(.DW(DW),
			   .DEPTH(DEPTH))	     
	   memory_dp ( 
		      .rd_dout	(rd_dout[DW-1:0]),
		      .rd_clk	(rd_clk),
		      .rd_en	(rd_en),
		      .rd_addr	(rd_addr[AW-1:0]),
		      .wr_en	(wr_en),
		      .wr_clk	(wr_clk),
		      .wr_addr	(wr_addr[AW-1:0]),
		      .wr_wem	(wr_wem[DW-1:0]),
		      .wr_din	(wr_din[DW-1:0]));
	end
   endgenerate
endmodule  
module memory_ram  # (parameter DW    = 104,            
			 parameter DEPTH = 32,             
			 parameter AW    = $clog2(DEPTH)   
			 ) 
   ( 
    input 		rd_clk, 
    input 		rd_en,  
    input [AW-1:0] 	rd_addr,  
    output reg [DW-1:0] rd_dout,  
    input 		wr_clk, 
    input 		wr_en,  
    input [AW-1:0] 	wr_addr,  
    input [DW-1:0] 	wr_wem,  
    input [DW-1:0] 	wr_din  
    );
   reg [DW-1:0]        ram    [DEPTH-1:0];  
   integer 	       i;
   always @ (posedge rd_clk)
     if(rd_en)       
       rd_dout[DW-1:0] <= ram[rd_addr[AW-1:0]];
   always @(posedge wr_clk)    
     for (i=0;i<DW;i=i+1)
       if (wr_en & wr_wem[i]) 
         ram[wr_addr[AW-1:0]][i] <= wr_din[i];
endmodule  
--- ./constraint.sdc ---
current_design fifo_sync

set clk_period 261.1
set clk_io_pct 0.2

create_clock -name clk0 -period $clk_period [get_ports {clk}]

set non_clock_inputs [all_inputs -no_clocks]
set_input_delay [expr $clk_period * $clk_io_pct] -clock clk0 $non_clock_inputs
set_output_delay [expr $clk_period * $clk_io_pct] -clock clk0 [all_outputs]
==> summary.txt <==
Notes on the physical design

The smallest clock period supported by the final layout is computed as between 50 and 60 ns. The run finished with clean final reports. In the final timing run, aggregate negative setup slack is 0 ns.

The required time reported for the critical path endpoint is around 260 ns. The number of distinct library cells after synthesis is roughly 51. The fraction of the cycle the final worst path needs is 0.2115. Leaving out buffers and inverters, the combinational logic in the layout accounts for roughly 25000 µm². The longest clock path from root to sink contains 4 buffers.

The horizontal die dimension is between 600 and 700 µm. The share of synthesized registers carrying an async set or reset is 0.004352. The average instance area after synthesis is approximately 23 µm². The fraction of power spent switching nets is 0.3068.

The number of H-tree levels is 5. For reference, the critical path cell chain is clkdlybuf4s50_1, a21boi_1, buf_4, nand2_1, nor2_4, buf_4, buf_4, buf_4. The instance tally after logic synthesis is 5750. For this run, the top clock speed supported by timing is ~0.018 GHz.

Summing all flip-flop and latch instances after layout gives between 100000 and 150000 µm². The starting density of the core is 0.3017. As reported, the later end of the worst-skew pair has a clock insertion delay of roughly 0.95 ns. The data arrival time of the worst path is between 50 and 60 ns. Entering global routing, the biggest net connects between 90 and 100 pins. All stages included, the depth of the critical timing path comes to 8. The part of the power in combinational logic is 0.279. Per the GRT congestion report, total overflow comes to 0. The main flop type after synthesis is sky130_fd_sc_hd__edfxtp_1. Setup repair after global routing left no endpoint under its margin. In the power breakdown, the internal column shows approximately 0.0011 W.

STA shows the worst reg2reg path with a cell count of 9. By instance count after routing, the leading logic cell types are sky130_fd_sc_hd__edfxtp_1 (3432), sky130_fd_sc_hd__mux4_2 (611), sky130_fd_sc_hd__clkbuf_16 (357). Port buffering added 219 buffers.

The number of cells on the worst hold path is listed as 2. Detailed placement ended at an HPWL of 192600 µm. Among cell families on the critical path, the largest total delay comes from buffers and inverters. The fraction of post-synthesis cell area in the top cell type by area is 0.7918. In this run the power density over the cells is 10.59 nW/µm². The number of warnings issued by yosys is 2. Pins over their slew limit in the final report were tallied at 0.

The die covers around 440000 µm². The global routing report lists combined usage of all routing layers as 0.1593. The clock root buffer is sky130_fd_sc_hd__clkbuf_16. The relative slew slack is 0.2743. The violation count after the first detailed-route iteration is 3804. The number of resized instances in the post-cts repair step is 0. The synthesized flop and latch total is 3447. Per the final layout report, the fraction of cells sized above drive strength 1 comes to 0.2345. The detailed router reported a total wirelength of about 320000 µm. The worst hold path belongs to the class register to register. The number of warnings reported in the stage logs is 30. The sequential share of power is 0.423. After synthesis, the cell types taking the most area are sky130_fd_sc_hd__edfxtp_1 (79%), sky130_fd_sc_hd__mux4_2 (11%), sky130_fd_sc_hd__mux2i_1 (2.7%). After floorplanning, the core was sized to cover ~430000 µm².

The synthesis-to-layout area growth is 15.96%. Per the cell usage report, the commonest logic cell in the layout is sky130_fd_sc_hd__edfxtp_1. The worst hold slack is about 0.6 ns.

Counting flops with a built-in enable in the synthesized netlist gives approximately 3400. The number of buffers inserted by post-CTS setup repair is 0. The cell type that accounts for the most area after synthesis is sky130_fd_sc_hd__edfxtp_1. The most frequent cell on the critical path is sky130_fd_sc_hd__buf_4. The run reported a max-capacitance violation count of 0. The via count of the routed design is about 61000. The worst VDD IR drop from the latest analysis is between 10 and 15 µV. The per-cell routed wire length is roughly 26 µm. TritonCTS built the clock tree.

The net switching power in the latest report is ~0.00049 W. For this run, the register share of the synthesized area comes to 0.7946. The initial antenna violation count is 15. The leakage power figure is 46.84 nW. In this run the cell area of the synthesized design comes to 130200 µm².

The area of the synthesized netlist per yosys stat is ~130000 µm². The slowest stage of the critical path is the sky130_fd_sc_hd__buf_4 cell. The number of filler cells placed in the layout is slightly below 40000.

The type of the setup path with the least slack is primary input to register. The first global-routing pass estimated around 470000 µm of wire. From bottom edge to top edge, the die measures approximately 660 µm.

The largest stage delay on the critical path is roughly 0.70 ns. The final setup violation count is 0. In the final run the clock tree shows a worst skew of ~0.070 ns. The finished cells cover roughly 150000 µm². The number of buffer and inverter stages on the critical path is 5.

The pin slew with the least headroom to its limit is around 1.1 ns. The number of top-level pins is between 200 and 250. The per-cell via count in the routed design is around 5.0. Clock-pin slew was measured on the worst setup and hold paths at 0.06 ns. Row generation in the floorplan step produced roughly 240 rows. The total cells reported by yosys after synthesis is 5750.

Per the TritonCTS log, the buffer count is around 350. STA classifies the critical path startpoint as a primary input. The critical path maximum fanout is 37. In the final report, the number of hold violations comes to 0. The share of total power in the clock network is 0.298. Per the post-route antenna check, the number of violating nets is 0.

The tree built by TritonCTS fans out to between 3000 and 4000 sinks. The via count of the first global-routing pass is 67370. The worst setup path is captured at a register. The DRC violation total left in the routed layout is recorded as 0.

The count of hold buffers inserted by post-cts repair is 0. The first detailed-routing pass ran for 5 iterations. The routability congestion estimate from global placement is between 0.8 and 0.9. The area of placed instances is 140100 µm².
area by class of cell:
| class | count | share of cell area |
|---|---|---|
| Inverter | 5 | 0.0001575 |
| Tap cell | 5710 | 0.04733 |
| Multi-Input combinational cell | 1963 | 0.1656 |
| Antenna cell | 5 | 0.00008289 |
| Timing Repair Buffer | 520 | 0.02983 |
| Clock inverter | 189 | 0.01060 |
| Clock buffer | 429 | 0.06098 |
| Sequential cell | 3447 | 0.6854 |
stage by stage:
step | instances | setup slack, ns | util | total power [W]
2_1_floorplan | 5750 | 203.22 | - | 0.0009662
3_3_place_gp | 11650 | 204.95 | 0.3247 | 0.001142
3_5_place_dp | 11650 | 204.93 | 0.3247 | 0.001145
4_1_cts | 12260 | 205.92 | 0.3498 | 0.001622
5_1_grt | 12270 | 205.74 | 0.3498 | 0.001668
6_report | 12270 | 205.89 | 0.3498 | 0.001598
final timing paths:
path | from | endpoint | slack [ns]
worst min register to register | rd_count[2]$_DFFE_PN0P_ | rd_count[2]$_DFFE_PN0P_ | 0.62
worst min-delay path | rd_count[2]$_DFFE_PN0P_ | rd_count[2]$_DFFE_PN0P_ | 0.62
max in group asynchronous | nreset | rd_addr[0]$_DFFE_PN0P_ | 209.19
worst max-delay path | wr_en | mem.generic.memory_dp.ram[14][39]$_DFFE_PP_ | 205.89
min in group asynchronous | nreset | rd_addr[2]$_DFFE_PN0P_ | 51.65
worst max register to register | rd_addr[0]$_DFFE_PN0P_ | mem.generic.memory_dp.rd_dout[46]$_DFFE_PP_ | 255.35
cell families (layout without fill, tap and decap cells):
group	Yosys count	in the layout	share of synthesized area
other	0	5	0
buffers and inverters	340	1143	0.01586
multiplexers	1056	1056	0.1408
AND-OR/OR-AND	658	658	0.03803
adder cells (fa/ha/maj)	11	11	0.001115
flip-flops	3447	3447	0.7946
XOR/XNOR	12	12	0.0008074
AND/OR/NAND/NOR	226	226	0.008709
power groups by stage:
stage         combinational [W]  clock (W)  sequential (W)
CTS                    0.000458   0.000487        0.000678
global route           0.000481   0.000507        0.000680
finish                 0.000446   0.000476        0.000676
sequential cells by signal, indices dropped and copies added (netlist names):
| name | count |
|---|---|
| rd_count | 5 |
| mem.generic.memory_dp.rd_dout | 104 |
| rd_addr | 5 |
| mem.generic.memory_dp.ram | 3328 |
| wr_addr | 5 |
layer usage:
metal / vias to the layer above / wire [µm] / track usage
met3: 480 / 53920 / 0.1256
met1: 30950 / 103500 / 0.1693
met2: 4022 / 157400 / 0.2477
li1: 25680 / - / -
met5: - / 223 / 0.002881
met4: 8 / 9116 / 0.03683
worst min-delay path: cells and delay by family (launching register included):
kind               cells  cell delay (ns)
AOI/OAI and AO/OA      1             0.08
and+or+nand+nor        1             0.08
DFF                    1             0.42
cells in the mapped netlist (48+ instances only):
| cell type | number |
|---|---|
| sky130_fd_sc_hd__edfxtp_1 | 3432 |
| sky130_fd_sc_hd__mux4_2 | 611 |
| sky130_fd_sc_hd__mux2i_1 | 351 |
| sky130_fd_sc_hd__a22oi_1 | 221 |
| sky130_fd_sc_hd__o22ai_1 | 206 |
| sky130_fd_sc_hd__buf_2 | 128 |
| sky130_fd_sc_hd__clkbuf_1 | 95 |
| sky130_fd_sc_hd__a21oi_1 | 60 |
| sky130_fd_sc_hd__nand2_1 | 60 |
| sky130_fd_sc_hd__a211oi_2 | 58 |
| sky130_fd_sc_hd__o221ai_1 | 58 |
| sky130_fd_sc_hd__buf_4 | 57 |
| sky130_fd_sc_hd__mux2_2 | 52 |
| sky130_fd_sc_hd__buf_6 | 48 |
No activity file was given, so power comes from the tool's default toggle rates.
