**design/flow/design.v**
```verilog
module memory_ram  # (parameter DW    = 104,            
			 parameter DEPTH = 32,             
			 parameter AW    = $clog2(DEPTH)   
			 ) 
   ( 
    input 		rd_clk, 
    input 		rd_en,  
    input [AW-1:0] 	rd_addr,  
    output reg [DW-1:0] rd_dout,  
    input 		wr_clk, 
    input 		wr_en,  
    input [AW-1:0] 	wr_addr,  
    input [DW-1:0] 	wr_wem,  
    input [DW-1:0] 	wr_din  
    );
   reg [DW-1:0]        ram    [DEPTH-1:0];  
   integer 	       i;
   always @ (posedge rd_clk)
     if(rd_en)       
       rd_dout[DW-1:0] <= ram[rd_addr[AW-1:0]];
   always @(posedge wr_clk)    
     for (i=0;i<DW;i=i+1)
       if (wr_en & wr_wem[i]) 
         ram[wr_addr[AW-1:0]][i] <= wr_din[i];
endmodule  
module memory_sp  # (parameter DW    = 104,           
			parameter DEPTH = 32,            
			parameter MCW   = 8,             
			parameter AW    = $clog2(DEPTH)  
		       ) 
   ( 
    input 	    clk,  
    input 	    en,  
    input 	    we,  
    input [DW-1:0]  wem,  
    input [AW-1:0]  addr,  
    input [DW-1:0]  din,  
    output [DW-1:0] dout,  
    );
   generate
	begin : g0
	   memory_ram #(.DW(DW),
			   .DEPTH(DEPTH))	     
	   sram_sp ( 
		    .rd_dout (dout[DW-1:0]),
		    .rd_clk  (clk),
		    .rd_addr (addr[AW-1:0]),
		    .rd_en   (en & ~we),
		    .wr_clk  (clk),
		    .wr_en   (en & we),
		    .wr_addr (addr[AW-1:0]),
		    .wr_wem  (wem[DW-1:0]),
		    .wr_din  (din[DW-1:0]));
	end
   endgenerate
endmodule  
```
**design/flow/run.sh**
```bash
#!/bin/bash
# OpenROAD 26Q1-2900-gdf79404cd8, Yosys 0.63+post, stock flow scripts
make -C /OpenROAD-flow-scripts/flow DESIGN_CONFIG=/design/flow/config.mk WORK_HOME=/design/flow/orfs finish
```
**design/flow/config.mk**
```make
export PLATFORM = sky130hd
export DESIGN_NAME = memory_sp
export DESIGN_NICKNAME = memory_sp
export VERILOG_FILES = /design/flow/design.v
export SDC_FILE = /design/flow/constraint.sdc
export NUM_CORES = 4
export LEC_CHECK = 1
export CORE_UTILIZATION = 30
```
**design/flow/constraint.sdc**
```tcl
current_design memory_sp

set clk_period 19.4
set clk_io_pct 0.2

create_clock -name clk0 -period $clk_period [get_ports {clk}]

set non_clock_inputs [all_inputs -no_clocks]
set_input_delay [expr $clk_period * $clk_io_pct] -clock clk0 $non_clock_inputs
set_output_delay [expr $clk_period * $clk_io_pct] -clock clk0 [all_outputs]
```
==> reports/qor.yml <==
run_status:
  status: "finished, final reports clean"
floorplanning:
  die_y_um: 696
  die_width_um: 696
  rows: 254
  io_pins: 320
  fp_util: 0.302
  core_um2: 479000
  die_area_um2: 485000
power_and_ir_drop:
  power_density_nw_per_um2: 94.5
  max-vdd-ir-drop_v: 0.0000797
  p_leak_nw: 54.8
  total_power_mw: 15.7
timing:
  hold_viol: 0
  fmax_mhz: 111
  relSlewSlack: 0.303
  finalClockPeriodUsage: 0.464
  fin_ws_ns: 10.39
  layout_min_cycle_time_ns: 9.01
  grt_setup_unrepaired: "no"
  fin_tns_setup_ns: 0
  fin_skew_ns: 0.0674
  slew_violations: 0
  setup_violations: 0
  worstMarginPinSlew_ns: 1.04
critical_path:
  path_class: "primary input to register"
  worstReg2RegStart: "g0.sram_sp.ram[14][35]$_DFFE_PP_"
  crit_path_start: "addr[0]"
  cp.required_ns: 20.04
  cp_cell_sequence: "buf_16 > buf_4 > buf_12 > buf_4 > buf_4 > buf_4 > buf_12 > mux2i_1 > o22ai_1 > nor4_1 > nand2_1"
  ff2ff_path_depth: 4
  cp_slowest_cell: "buf_4"
  cp_data_arrival_time_ns: 9.65
  r2r_end: "g0.sram_sp.rd_dout[35]$_DFFE_PP_"
  endpoint_kind: "register"
  worst_path_most_repeated_cell: "buf_4"
  endpoint: "g0.sram_sp.rd_dout[90]$_DFFE_PP_"
  path_max_fanout: 94
  setup.worst_path.start_class: "primary input"
  max_stage_delay_ns: 0.71
  worst-r2r-setup-slack_ns: 17.24
clocking:
  cts_buffers: 362
  clk_path_buf_depth: 4
  htree_levels: 5
  cts_setup_buffers: 0
  cts_root_buf: "clkbuf_16"
  cts_tree: "built"
  clock_latency_ns: 0.95
  cts.clk_slew.worst_paths_ns: 0.06
  cts.sinks: 3432
  hold_buffers: 0
  ctsResizeCount: 0
place:
  port_buffers: 319
  dp_cells: 16898
  place_congestion: 0.819
  dpl.hpwl_um: 249000
  dp_slack_ns: 9.64
synth:
  ys_async_sr_fraction: 0
  yosysChipArea_um2: 145000
  syn-cell-area_um2: 145000
  area_leaders: "edfxtp_1 (71%), mux2i_1 (12%), nor2_1 (8.6%), o22ai_1 (3.6%), buf_2 (1.3%)"
  synth-main-ff-cell: "edfxtp_1"
  ys_types: 25
  yosys_warnings: 1
  ys_seq_share: 0.713
  common_cells: "edfxtp_1 (3432), nor2_1 (3330), mux2i_1 (1664)"
  synthCells: 10794
  synth.most_common_cell: "edfxtp_1"
  edf_count: 3432
  yosys_cells: 10794
  synth.top_cell.area_share: 0.713
  syn_avg_cell_area_um2: 13.4
  numSynthFlops: 3432
  yosysTopAreaCell: "edfxtp_1"
grt:
  grt_remaining_overflow: 0
  grt_pass1_wl_um: 640000
  grt_max_degree: 95
  grt_pass1_vias: 88537
  grt_usage: 0.197
  grt_antenna_before_repair: 47
min_path:
  hold_class: "register to register"
  min_path_cells: 4
final_layout:
  combGateArea_um2: 37200
  syn_to_final_growth_pct: 14.8
  final_layout_size_suffix_gt1_frac: 0.0850
  instances_no_fill: 17552
  final_util: 0.347
  flop_area_um2: 103000
  n_fill_cell: 46066
routing:
  drc: 0
  routed_wl_um: 457000
  vias: 89386
  routedWlPerCell_um: 26.1
  viasPerCell: 5.09
  ant_nets: 0
  drt_iter0_drc: 6893
  drtPass1Iterations: 5
flow_run:
  tool_warnings: 26
  maxCapViolCount: 0
-- how the worst min path moves through the flow --
| stage | start | to | slack, ns |
|---|---|---|---|
| 4_1_cts | g0.sram_sp.ram[1][12]$_DFFE_PP_ | g0.sram_sp.rd_dout[12]$_DFFE_PP_ | 0.72 |
| 5_1_grt | g0.sram_sp.ram[18][102]$_DFFE_PP_ | g0.sram_sp.rd_dout[102]$_DFFE_PP_ | 0.75 |
| 6_report | g0.sram_sp.ram[0][76]$_DFFE_PP_ | g0.sram_sp.rd_dout[76]$_DFFE_PP_ | 0.71 |
-- cells by family (layout without fill, tap and decap cells) --
logic type,count (synthesis),after routing,synth area share
and+or+nand+nor,3807,3807,0.103
buffers and inverters,1059,1410,0.0328
AOI/OAI and AO/OA,832,832,0.0360
other,0,7,0
DFF,3432,3432,0.713
muxes,1664,1664,0.115
-- through the flow --
stage	cell area, um^2	hold WS [ns]
6_report	166000	0.713
5_1_grt	166000	0.753
4_1_cts	166000	0.718
3_5_place_dp	155000	0.706
3_3_place_gp	155000	0.705
2_1_floorplan	145000	0.651
-- area by class of cell --
| type | instances | area share |
|---|---|---|
| sequential | 3432 | 0.620 |
| clock buffer | 475 | 0.0579 |
| clock inverter | 172 | 0.00928 |
| antenna | 7 | 0.000105 |
| timing repair buffer | 763 | 0.0401 |
| multi-input combinational | 6303 | 0.224 |
| tap | 6400 | 0.0482 |
-- placed cells by master (no fill, tap or decap), types with 9 or more instances in the layout --
cell	n
edfxtp_1	3432
nor2_1	3330
mux2i_1	1664
o22ai_1	832
buf_4	435
clkbuf_16	368
clkdlybuf4s50_1	318
nand2_1	209
nor4_1	208
clkbuf_1	107
clkinv_1	87
clkinv_2	39
nand2_4	28
bufinv_16	18
buf_12	9
-- power breakdown --
| part | internal [mW] | switching, mW | leakage [nW] | total (mW) |
|---|---|---|---|---|
| Clock | 3.73 | 2.89 | 5.40 | 6.62 |
| Combinational | 0.256 | 0.590 | 18.5 | 0.846 |
| Sequential | 8.21 | 0.0183 | 30.9 | 8.22 |
-- state kept, by name (all words and copies together) (netlist names) --
name / cells
g0.sram_sp.rd_dout: 104
g0.sram_sp.ram: 3328
-- per-layer routing --
metal | track usage | vias to the layer above | part of all wire
met1 | 0.237 | 44349 | 0.35
met2 | 0.284 | 4906 | 0.44
met5 | 0.00961 | - | 0.0020
met4 | 0.0451 | 51 | 0.029
li1 | - | 39254 | -
met3 | 0.149 | 826 | 0.18
-- worst max-delay path: cells and delay by family --
kind,cells,cell delay [ns]
compound gates,1,0.12
simple gates,2,0.74
buf+inv,7,4.23
mux,1,0.27
Power and IR drop assume default switching activity.
